[./design.v]
module comparators(Eq,Gt,Sm,A,B);
	input [3:0]A,B;
	output Eq,Gt,Sm;
assign Eq= (A==B);	 
assign Gt= (A>B);	 
assign Sm= (A<B);	 
endmodule
[./config.mk]
export PLATFORM = sky130hd
export DESIGN_NAME = comparators
export DESIGN_NICKNAME = comparators
export VERILOG_FILES = /design/flow/design.v
export SDC_FILE = /design/flow/constraint.sdc
export NUM_CORES = 4
export LEC_CHECK = 1
export CORE_AREA = 10 10 70 70
export DIE_AREA = 0 0 80 80
[./constraint.sdc]
current_design comparators

set clk_period 2.2
set clk_io_pct 0.2

create_clock -name clk0 -period $clk_period

set non_clock_inputs [all_inputs -no_clocks]
set_input_delay [expr $clk_period * $clk_io_pct] -clock clk0 $non_clock_inputs
set_output_delay [expr $clk_period * $clk_io_pct] -clock clk0 [all_outputs]
[./run.sh]
#!/bin/bash
# OpenROAD 26Q1-2900-gdf79404cd8, Yosys 0.63+post, stock flow scripts
make -C /OpenROAD-flow-scripts/flow DESIGN_CONFIG=/design/flow/config.mk WORK_HOME=/design/flow/orfs finish
==> out/qor.txt <==
status: finished, final reports clean
placed wire-length estimate: 461.4 microns
Design Area, Final: 335.3 sq um
Slew Viols, Final: 0
GRT Util Overall: 1.432%
registers: 0
core area: 0.003416 sq mm
FF+latch area: 0 sq um
Floorplan Utilization: 3.773%
gp weighted congestion: 0.5986
Crit. End Element: primary output
Mean Syn Cell Area: 8.055 sq um
Max FO, Critical Path: 2
XOR/XNOR Fraction of Synth Area: 0%
worst slew pin tran: 128.1 ps
routed length per instance: 7.014 microns
Slew HR: 91.44%
placed cells: 73
ratio of cells with drive above 1 in the final layout: 46.43%
tool warning count: 32
fa+ha+maj area frac: 38.83%
Compound Share, Synth: 25.24%
worst min path class: input port to primary output
die width: 80 microns
die height: 80 microns
min-delay src: A[2]
# diodes: 0
I/O Buffers: 11
Peak VDD IR: 22.18 uV
Die Size: 0.006400 sq mm
FP Rows: 21
Initial DRC Count: 0
YS warnings: 0
vias per inst: 2.041
Hold Path Sink: Gt
ANT nets after route: 0
CP Cell Sequence: clkdlybuf4s50_1 > ha_2 > nor2b_4 > o21bai_4 > buf_4 > a21oi_2 > buf_2
Max-Cap Viols: 0
initial antenna violation count: 0
CP peak stage delay: 400 ps
post-synthesis simple-gate area fraction: 24.27%
Clock Buffer Count: 0
Final Critical Period: 2034 ps
residual DRC count: 0
Cell Area, Placed: 296.5 sq um
fin util: 9.817%
CP required: 1760 ps
total detailed-routing wirelength: 519 microns
CP max-delay cell: clkdlybuf4s50_1
Worst Setup Start Kind: input port
drt pass-1 iters: 1
grt total ovfl: 0
vias in the first global route: 149
LEAKAGE: 0.1582 nW
synthesis-to-finish area growth: 160.2%
Final Setup Violations: 0
yosys synthesis chip area: 128.9 sq um
crit share post-route: 92.45%
sequential-to-total area share from yosys stat: 0%
comb area leader: adder cells
post-route insts no fill: 74
CP delay by family, top: buffers and inverters
global-route wire length before repair: 738 microns
crit path DAT: 1590 ps
Setup Crit Path Kind: input port to primary output
fmax: 491.7 MHz
Buf/Inv on CP: 3
via count: 151
RSZ-0062 raised after global routing: false
Yosys cell types: 9
worst hold slack: 1420 ps
total negative slack: 0 ps
IO Pins: 11
Fin. Hold Viols: 0
PD cells: 169.2 mW/mm^2
yosys cell count: 16
mux share: 0%
Worst Hold Path Cells: 5
largest net degree at the start of global routing: 3
Synth Instances: 16
Mapped Area: 128.9 sq um
## synthesized netlist by cell type
master / instances / area [sq um]
o21bai_4: 1 / 18.77
nand2_1: 2 / 7.510
and2_1: 1 / 6.260
inv_1: 4 / 15.01
nor2_1: 1 / 3.750
nor2b_4: 1 / 13.76
ha_1: 4 / 50.05
a21oi_1: 1 / 5.000
a21oi_2: 1 / 8.760
## cell families (layout without fill, tap and decap cells)
| group | Yosys count | after routing |
|---|---|---|
| simple gates | 5 | 5 |
| fa+ha+maj | 4 | 4 |
| buf+inv | 4 | 16 |
| compound gates | 3 | 3 |
## metrics by stage
stage / setup WS, ps / total power (W)
finish: 166.1 / 0.00005673
global route: 86.32 / 0.00006269
CTS: 7.352 / 0.00005823
detailed placement: -344.6 / 0.00005370
global placement: -341.5 / 0.00005274
floorplan: 684.9 / 0.00002298
## how the worst max path moves through the flow
| stage | slack [ps] | endpoint | startpoint | cells after the start |
|---|---|---|---|---|
| CTS | 7 | Gt | A[1] | 7 |
| global route | 90 | Gt | B[0] | 7 |
| finish | 170 | Gt | B[0] | 7 |
## layer usage
layer | vias to the layer above | global-route usage [%] | wire length (microns)
met5 | - | 0 | 0
met4 | 0 | 0 | 0
met3 | 0 | 1.250 | 97
met2 | 7 | 2.006 | 220
met1 | 69 | 1.714 | 200
li1 | 75 | - | -
## cell usage in the layout (no fill, tap or decap)
cell / n
buf_2: 1
nand2_1: 1
and2_1: 1
ha_2: 1
dlymetal6s2s_1: 3
clkdlybuf4s50_1: 1
nor2_2: 1
buf_4: 1
inv_1: 2
ha_4: 2
dlygate4sd2_1: 6
ha_1: 1
nand2_2: 1
a21oi_2: 2
inv_2: 2
o21bai_4: 1
nor2b_4: 1
## timing repair
item | 4_1_cts | 5_1_grt
hold buffers | 0 | 0
hold endpoints to repair | 0 | 0
pin swaps | 3 | 2
buffers inserted | 1 | 0
gates resized | 17 | 4
endpoints found under the setup margin | 3 | 2
## power breakdown
part	switching (W)	internal, W	leakage [nW]	total [W]
Combinational	0.0000213	0.0000354	0.158	0.0000567
Clock	0	0	0	0
Sequential	0	0	0	0
## cell type report
type,count,area (sq um)
Timing Repair Buffer,12,112.6
Inverter,4,15.01
Fill cell,410,3080
Tap cell,46,57.56
Multi-Input combinational cell,12,150.1
Power and IR drop assume default switching activity.
