<file path="flow/design.v">
module pulse_sensor(clk, i_pulse, reset_count, pulse_o);
input i_pulse;  
input clk;  
input reset_count;
output reg [7:0] pulse_o;  
reg [23:0] counter_pulse;  
reg Q1;   
reg D_ff_out;  
parameter ps1 = 1'b0;
parameter ps2 = 1'b1;
reg state;  
reg [11:0] time60_2;  
reg[31:0] timersec;  
reg tim_en;  
always @(posedge clk) 
begin  
     if(reset_count == 1'b0) 
        begin
            Q1 <= 1'b0;
            D_ff_out <= 1'b0;
        end
        else
        begin
             Q1 <= i_pulse;
             D_ff_out <= Q1; 
        end
end
always @(posedge(clk))
begin
    if(reset_count == 1'b0) 
    begin
        timersec <= 24'h000000;
        tim_en <= 1'b0;
    end
    else
    begin
        if(timersec == 24'hC34FFF)  
        begin
            timersec <= 24'h000000;
            tim_en <= 1'b1;
        end
        else 
        begin
             timersec <= timersec + 24'h000001;
             tim_en <= 1'b0;
        end
    end
end
always @(posedge clk) 
begin
        if(reset_count == 1'b0 || tim_en == 1'b1) begin  
            state <= ps1;
            time60_2 <= 12'b000000000000;
            counter_pulse <= 24'h000000;
        end
        else begin
            case(state)
                ps1: if(D_ff_out == 1'b1)begin
                        state <= ps2;
                        counter_pulse <= counter_pulse + 24'h000001;
                    end
                    else begin
                        state <= ps1;
                    end
                ps2: if (time60_2 == 12'h5A9) begin  
                        state <= ps1;
                        time60_2 <= 12'b000000000000;
                    end
                    else begin
                        time60_2 <= time60_2 + 12'b000000000001;
                        state <= ps2;
                    end
                default : begin
                        state <= ps1;
                        time60_2 <= 12'b000000000000;
                        counter_pulse <= 24'h000000; end
            endcase
        end
end 
always @(posedge clk)
begin
    if(reset_count == 1'b0 )
    begin
        pulse_o <= 8'h00;
    end
    else begin
        if (tim_en == 1'b1) begin  
            pulse_o <= (((counter_pulse*256)/4096)-50); 
        end
    end
end
endmodule
</file>
<file path="flow/run.sh">
#!/bin/bash
# OpenROAD 26Q1-2900-gdf79404cd8, Yosys 0.63+post, stock flow scripts
make -C /OpenROAD-flow-scripts/flow DESIGN_CONFIG=/design/flow/config.mk WORK_HOME=/design/flow/orfs finish
</file>
<file path="flow/config.mk">
export PLATFORM = sky130hd
export DESIGN_NAME = pulse_sensor
export DESIGN_NICKNAME = pulse_sensor
export VERILOG_FILES = /design/flow/design.v
export SDC_FILE = /design/flow/constraint.sdc
export NUM_CORES = 4
export LEC_CHECK = 1
export CORE_UTILIZATION = 40
</file>
<file path="flow/constraint.sdc">
current_design pulse_sensor

set clk_period 6.3
set clk_io_pct 0.2

create_clock -name clk0 -period $clk_period [get_ports {clk}]

set non_clock_inputs [all_inputs -no_clocks]
set_input_delay [expr $clk_period * $clk_io_pct] -clock clk0 $non_clock_inputs
set_output_delay [expr $clk_period * $clk_io_pct] -clock clk0 [all_outputs]
</file>
==> impl_metrics.tcl <==
# implementation run metrics
set metrics [dict create \
    status "completed" \
    coreArea_sq_um 7730 \
    simple_gate_share_pct 29.0 \
    worst_pin_slew_ns 0.710 \
    hold_violations 0 \
    max_freq_mhz 390 \
    slew_headroom_pct 52.6 \
    vias_per_cell 5.55 \
    synth_cell_types 46 \
    yosys.area_share.aoi_pct 11.6 \
    p_total_uw 799 \
    drc 0 \
    cp.arrival_ns 2.83 \
    pwr-share-seq_pct 54.8 \
    cts_tree "done" \
    place_congestion 0.830 \
    rows 32 \
    grt_antenna_before_repair 0 \
    wl_per_cell_um 13.3 \
    cts_resized 0 \
    finalSetupViolations 0 \
    netlist_instances 352 \
    dieArea_sq_um 8350 \
    slew_viol_final 0 \
    dp_hpwl_um 3930 \
    ys_sh_mux_pct 1.25 \
    grt_start_max_net_pins 38 \
    comb_power_share_pct 2.3 \
    hp-class "register to register" \
    gr-total-overflow 0 \
    path_clk_slew_ns 0.06 \
    clockBufferDepth 2 \
    post-route-period-util_pct 40.7 \
    fp_util_pct 41.3 \
    io_pins 11 \
    postCtsHoldBufs 0 \
    synth_area_per_cell_sq_um 9.07 \
    htree_num_levels 3 \
    p_leak_uw 0.00112 \
    largest_area_cell "dfxtp_1" \
    power.density_nw_per_um2 227 \
    seq_area_frac_synth_pct 42.6 \
    synthToLayoutAreaGrowth_pct 10.1 \
    common_cells "dfxtp_1 (68), nor2_1 (29), nand4_1 (19)" \
    xor_area_share_pct 9.32 \
    netlist_area_sq_um 3190 \
    worst-path-max-fanout 15 \
    postCtsSetupRepairBufs 0 \
    max_cap_violations 0 \
    clock_skew_ns 0.00878 \
    ir_drop_mv 0.118 \
    portBuffers 10 \
    swShare_pct 20.9 \
    ant_nets 0 \
    topCellsByArea "dfxtp_1 (43%), xnor2_1 (4.7%), xor2_1 (4.7%)" \
    crit_path_end_kind "register" \
    logic_family "simple AND/OR/NAND/NOR gates" \
    drive_gt1_share_pct 6.39 \
    synthAdderAreaFrac_pct 2.35 \
    openroad.warnings 27 \
    synth-seq-cells 68 \
    min_period_ns 2.56 \
    p_switching_uw 167 \
    grt_pass1_vias 2473 \
    clk_latency_ns 0.34 \
    vias 2562 \
    drt-initial-drc-count 128 \
    cts_root_buf "clkbuf_8" \
    worstPathRequired_ns 6.57 \
    n_antenna_cell 0 \
    synth_chip_area_sq_um 3190 \
    rsz0062_at_grt "false" \
    synth_top_area_share_pct 42.6 \
    die_x_um 91.4 \
    internal-power_uw 632 \
    grt_pass1_wl_um 11200 \
    drt_first_pass_iters 4 \
    die_h_um 91.4 \
    wl_um 6140 \
    cts_buffers 9 \
    track_usage_pct 16.7 \
    ys_cells 352 \
    synthFlopType "dfxtp_1" \
    cts_sinks 68 \
    yosys_warnings 1 \
    finalSetupTns_ns 0 \
    cp-start-kind "primary input" \
    synth_dominant_cell_count "dfxtp_1" \
    crit_type "primary input to register" \
    synth-edff-count 0 \
    synthArstFlopShare_pct 0 \
    clkPwrFrac_pct 42.9 \
]
==> power groups by stage <==
stage         Combinational, uW  Clock, uW  Sequential [uW]
CTS                        18.6        356              438
global route               20.7        375              439
finish                     18.5        343              438
==> kinds of logic after synthesis <==
logic type,count (synthesis)
AOI/OAI and AO/OA,56
xor gates and xnor gates,34
DFF,68
muxes,4
and+or+nand+nor,159
buffers and inverters,25
adders and majority gates,6
==> worst paths after layout <==
kind / startpoint / end / slack [ns] / depth (start not counted)
hold reg to reg: Q1 / D_ff_out / 0.45 / 1
setup reg to reg: timersec[4] / timersec[23] / 3.98 / 4
setup / recovery: reset_count / time60_2[0] / 3.74 / 4
hold / removal: Q1 / D_ff_out / 0.45 / 1
==> flip-flops by register name (all words and copies together) (netlist names) <==
| signal | count |
|---|---|
| Q1 | 1 |
| state | 1 |
| timersec | 32 |
| counter_pulse | 12 |
| tim_en | 1 |
| time60_2 | 12 |
| pulse_o | 8 |
| D_ff_out | 1 |
==> routing by layer <==
| layer | vias up | share of wire [%] | track usage (%) |
|---|---|---|---|
| met5 | - | 0 | 0 |
| met4 | 0 | 0.77 | 1.19 |
| met3 | 5 | 3.7 | 4.17 |
| met2 | 33 | 44 | 26.8 |
| met1 | 1212 | 51 | 24.4 |
| li1 | 1312 | - | - |
==> stage by stage <==
step | hold WS (ns) | area [sq um] | instances | setup WS, ns | util (%)
detailed placement | 0.435 | 3330 | 447 | 3.39 | 43.2
global route | 0.478 | 3520 | 462 | 3.58 | 45.5
finish | 0.446 | 3520 | 462 | 3.74 | 45.5
floorplan | 0.412 | 3190 | 352 | 4.34 | -
global placement | 0.436 | 3330 | 447 | 3.44 | 43.2
CTS | 0.457 | 3520 | 462 | 3.75 | 45.5
==> final cells by class <==
type	instances	area, sq um
fillers	765	4210
multi-input cells	259	1710
flip-flops and latches	68	1360
clock buffers	13	149
well taps	102	128
repair buffers	11	108
clock inverters	2	35.0
inverters	7	26.3
==> placed cells by master (no fill, tap or decap), types with 2 or more instances in the layout <==
cell type	n
dfxtp_1	68
nor2_1	29
nand4_1	19
xor2_1	17
nor3_1	17
nand2_1	17
xnor2_1	17
o21ai_0	16
nand3_1	15
a211oi_1	13
or3_1	11
clkbuf_8	10
clkdlybuf4s50_1	10
and4_1	8
nor4_1	8
a21oi_1	7
o31ai_1	7
inv_1	6
or4_1	6
ha_1	6
nand2b_1	5
nor3b_1	4
and2_1	4
mux2i_1	4
a31oi_1	4
and3_1	3
clkbuf_1	3
and3_2	2
nand4b_1	2
nor2b_1	2
a211oi_2	2
o21bai_1	2
==> critical path, cell delays in order <==
cell             delay, ns
clkdlybuf4s50_1       0.62
nand2b_1              0.39
a21o_1                0.41
nor2_1                0.14
No activity file was given, so power comes from the tool's default toggle rates.
