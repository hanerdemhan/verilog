===== flow/run.sh =====
#!/bin/bash
# OpenROAD 26Q1-2900-gdf79404cd8, Yosys 0.63+post, stock flow scripts
make -C /OpenROAD-flow-scripts/flow DESIGN_CONFIG=/design/flow/config.mk WORK_HOME=/design/flow/orfs finish

===== flow/config.mk =====
export PLATFORM = sky130hd
export DESIGN_NAME = blink
export DESIGN_NICKNAME = blink
export VERILOG_FILES = /design/flow/design.v
export SDC_FILE = /design/flow/constraint.sdc
export NUM_CORES = 4
export LEC_CHECK = 1
export CORE_UTILIZATION = 30

===== flow/constraint.sdc =====
current_design blink

set clk_period 3.0
set clk_io_pct 0.2

create_clock -name clk0 -period $clk_period [get_ports {clk}]

set non_clock_inputs [all_inputs -no_clocks]
set_input_delay [expr $clk_period * $clk_io_pct] -clock clk0 $non_clock_inputs
set_output_delay [expr $clk_period * $clk_io_pct] -clock clk0 [all_outputs]

===== flow/design.v =====
module blink (clk, LED);
input clk;
output LED;
reg [31:0] counter;
reg LED_status;
initial begin
counter <= 32'b0;
LED_status <= 1'b0;
end
always @ (posedge clk) 
begin
counter <= counter + 1'b1;
	if (counter > 50000000)
	begin
	LED_status <= !LED_status;
	counter <= 32'b0;
	end
end
assign LED = LED_status;
endmodule 

==> Slide: Implementation Results <==
Implementation Results

Floorplanning
  • I/O pin total: 2
  • Fp util: 31.5%
  • Core ar.: about 4400 sq um
  • Die area: between 4000 and 5000 sq um
  • DIE WIDTH: between 70 and 80 um
  • Standard-cell row count: 24
  • Die Span Y: around 70 um

CTS
  • Setup bufs post-CTS: 0
  • Worst-Skew Late Latency: approximately 0.28 ns
  • Clk slew on worst S/H paths: 0.06 ns
  • Clock sink count: 33
  • TritonCTS buffer count: 5
  • Post-CTS sizing: 0
  • CTS tree: yes
  • CTS root buffer: clkbuf_8
  • Max clock buf depth: 2
  • H-tree depth: 2
  • Cts hold-fix bufs: 0

Yosys
  • Cell area after synthesis: about 1400 sq um
  • Yosys Instances: ~160
  • Ys Warns: 1
  • Mean area per synthesized cell: between 8 and 9 sq um
  • Post-synth seq share: about 48%
  • Netlist cell types: 24
  • Ys flops: 33
  • Post-Syn Instances: 156
  • YS chip area: 1390 sq um

Drt
  • ANT cells: 0
  • Routed vias: around 1000
  • Pre-antenna DRT Iters: 4
  • Iter 0 DRT Violations: 69
  • Detail Route met2 WL: approximately 960 um
  • Remaining DRCs: 0
  • WL/cell: 10.6 um
  • Vias per cell: 4.62
  • Antenna-violating nets left: 0
  • WL met3: approximately 70 um
  • Final WL: around 2300 um
  • Max layer used: met4
  • Routed length on met1: between 1000 and 1500 um

Critical path
  • R2R depth: 6
  • CP bufs+invs: 1
  • Critical Path End Type: flop
  • CP top delay family: simple AND/OR/NAND/NOR gates
  • Critical path peak fanout: 15
  • Worst R2R Start: counter[10]
  • Critical path required time: between 3 and 4 ns
  • CP Class: reg -> reg
  • Worst path depth: 6
  • Crit path capture: counter[18]
  • CP cell instances: nor4_1 > or2b_2 > a41oi_1 > nand2_1 > buf_4 > nor2_1
  • Crit path from: counter[10]
  • Slowest cell on crit path: dfxtp_1
  • CP max stage delay: ~0.35 ns
  • Startpoint Class: flop
  • Reg2reg setup slack: between 0.9 and 1 ns
  • Endpoint of the worst register-to-register path: counter[18]
  • CP Data Arrival Time: between 2 and 2.5 ns

Final timing
  • Final setup viols: 0
  • Slew HR: about half
  • Min Tclk post-route: 2.01 ns
  • Final hold slack: 0.490 ns
  • Clk_skew: between 0.009 and 0.01 ns
  • RSZ-0062 raised after global routing: false
  • TNS Setup: 0 ns
  • Final Hold Fails: 0
  • Slew Limit Fails: 0
  • Worst slew pin tran: between 0.7 and 0.8 ns
  • Max Freq: 496 MHz
  • Crit share post-route: around two thirds

Min path
  • Worst hold path type: reg -> reg
  • Hold path startpoint: counter[0]

Job
  • Tool Warnings: 26
  • MaxCap Viol Count: 0

Outcome
  • Outcome: finished clean

Global routing
  • First-pass GRT wire length: just over 4000 um
  • Vias in the first global route: 902
  • Largest net degree at the start of global routing: 16
  • Gr usage total: 10.3%
  • Remaining global-route overflow: 0
  • Initial antenna violation count: 0

Placed design
  • Dpl hpwl: 1630 um
  • Routability congestion estimate: ~0.77
  • Port bufs: 1

Power and ir drop
  • Peak supply drop: 0.000199 V
  • PD cells: 503 nW/um^2
  • Leakage: 0.505 nW

Final layout
  • Layout cell share with drive strength beyond 1: 5.39%
  • Filler cells: roughly 430
  • Area delta synth->final: 12.7%
==> flip-flops by register name (all words and copies together) (netlist names) <==
| register | cells |
|---|---|
| LED_status | 1 |
| counter | 32 |
==> where the power goes <==
group	internal (mW)	switching (mW)	total [mW]
registers	0.448	0.00218	0.450
clock network	0.187	0.144	0.331
logic	0.00442	0.00264	0.00706
total	0.639	0.149	0.788
==> how the worst min path moves through the flow <==
| stage | to | cells after the start |
|---|---|---|
| CTS | counter[0] | 1 |
| global route | counter[0] | 1 |
| finish | counter[0] | 1 |
==> metrics by stage <==
step           instances  area [sq um]  worst slack [ns]  util [%]  power, mW
3_3_place_gp         211          1480             0.987      33.4      0.467
3_5_place_dp         211          1480             0.954      33.4      0.467
5_1_grt              219          1570             0.697      35.5      0.825
2_1_floorplan        161          1410              1.14         -      0.461
6_report             219          1570             0.986      35.5      0.788
4_1_cts              219          1570             0.952      35.5      0.802
==> kinds of logic after synthesis <==
group	count (synthesis)	synth area share, %
compound gates	4	1.71
xor+xnor	24	15.1
fa+ha+maj	2	1.80
buf+inv	7	1.89
flops	33	48.3
other cells	1	0.270
simple gates	85	30.9
==> metal layers <==
metal  vias to the layer above  GRT usage (%)
met2                         8           14.2
met5                         -              0
met1                       454           16.5
li1                        548              -
met3                         2           2.63
met4                         0           1.78
==> synth_stat cells <==
master	count	area, sq um
a41oi_1	1	8.76
clkbuf_1	4	15.0
conb_1	1	3.75
nor2_1	31	116
xor2_1	18	158
or4_1	1	7.51
edfxtp_1	1	30.0
nand4_1	9	56.3
and4_1	3	26.3
nor4_1	3	18.8
o21ai_0	1	5.00
or3b_1	2	17.5
nand3_1	13	65.1
xnor2_1	6	52.6
or2b_2	2	17.5
a21oi_1	2	10.0
and3_1	3	18.8
dfxtp_1	32	641
ha_1	2	25.0
nor2b_1	1	6.26
inv_1	3	11.3
nor3_1	7	35.0
nor4bb_1	1	10.0
nand2_1	9	33.8
==> area by class of cell <==
class / count / area [sq um] / share of cell area, %
Multi-Input combinational cell: 121 / 711 / 45.4
Sequential cell: 33 / 671 / 42.8
Clock buffer: 8 / 90.1 / 5.76
Tap cell: 52 / 65.1 / 4.16
Timing Repair Buffer: 2 / 17.5 / 1.12
Inverter: 3 / 11.3 / 0.719
==> cells in the final DEF, fill, tap and decap left out <==
| cell | instances |
|---|---|
| dfxtp_1 | 32 |
| nor2_1 | 31 |
| xor2_1 | 18 |
| nand3_1 | 13 |
| nand2_1 | 9 |
| nand4_1 | 9 |
| nor3_1 | 7 |
| xnor2_1 | 6 |
| clkbuf_8 | 6 |
| conb_1 | 6 |
| inv_1 | 3 |
| and3_1 | 3 |
| nor4_1 | 3 |
| and4_1 | 3 |
| a21oi_1 | 2 |
| or2b_2 | 2 |
| or3b_1 | 2 |
| ha_1 | 2 |
| clkbuf_1 | 2 |
| edfxtp_1 | 1 |
| o21ai_0 | 1 |
| nor4bb_1 | 1 |
| a41oi_1 | 1 |
| or4_1 | 1 |
| nor2b_1 | 1 |
| clkdlybuf4s50_1 | 1 |
| buf_4 | 1 |
==> worst register-to-register path, stage by stage, from the launching register on <==
cell	delay (ns)
dfxtp_1	0.35
nor4_1	0.32
or2b_2	0.34
a41oi_1	0.18
nand2_1	0.34
buf_4	0.31
nor2_1	0.11
No activity file was given, so power comes from the tool's default toggle rates.
